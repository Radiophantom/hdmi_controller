`design.v`:
```
package hdmi_controller_pkg;
parameter H_TOTAL   = 2200;
parameter H_SYNC    = 44;
parameter H_BACK    = 148;
parameter H_ACTIVE  = 1920;
parameter H_FRONT   = 88;
parameter H_START   = H_BACK  + H_SYNC;
parameter H_END     = H_START + H_ACTIVE;
parameter V_TOTAL   = 1125;
parameter V_SYNC    = 5;
parameter V_BACK    = 37;
parameter V_ACTIVE  = 1080;
parameter V_FRONT   = 3;
parameter V_START   = V_BACK  + V_SYNC;
parameter V_END     = V_START + V_ACTIVE;
endpackage
import hdmi_controller_pkg::*;
module hdmi_controller(
  input         rst_i,
  input         clk_i,
  input         en_i,
  output        vsync_o,
  output        hsync_o,
  output        de_o,
  output [23:0] data_o
);
localparam H_SYNC_CNT_W = $clog2( H_TOTAL );
localparam V_SYNC_CNT_W = $clog2( V_TOTAL );
logic [7:0]               r_pix_value_cnt;
logic [7:0]               g_pix_value_cnt;
logic [7:0]               b_pix_value_cnt;
logic                     en_d;
logic                     vsync;
logic                     vsync_start;
logic                     vsync_end;
logic                     hsync;
logic                     hsync_start_stb;
logic                     hsync_end_stb;
logic                     de;
logic                     de_enable;
logic [H_SYNC_CNT_W-1:0]  hsync_cnt;
logic [V_SYNC_CNT_W-1:0]  vsync_cnt;
logic [23:0]              data;
always_ff @( posedge clk_i )
  en_d <= en_i;
always_ff @( posedge clk_i, posedge rst_i )
  if( rst_i )
    begin
      r_pix_value_cnt <= '0;
      g_pix_value_cnt <= '0;
      b_pix_value_cnt <= '0;
    end
  else
    if( en_d )
      begin
        if( vsync_end && hsync_end_stb )
          begin
            r_pix_value_cnt <= '0;
            g_pix_value_cnt <= '0;
            b_pix_value_cnt <= '0;
          end
        else
          if( de_enable )
            begin
              b_pix_value_cnt <= b_pix_value_cnt + 1'b1;
              if( b_pix_value_cnt == 8'hFF )
                g_pix_value_cnt <= g_pix_value_cnt + 1'b1;
              if( b_pix_value_cnt == 8'hFF && g_pix_value_cnt == 8'hFF )
                r_pix_value_cnt <= r_pix_value_cnt + 1'b1;
            end
      end
always_ff @( posedge clk_i, posedge rst_i )
  if( rst_i )
    vsync_cnt <= '0;
  else
    if( en_d && hsync_end_stb )
      if( vsync_cnt == V_TOTAL-1 )
        vsync_cnt <= '0;
      else
        vsync_cnt <= vsync_cnt + 1'b1;
always_ff @( posedge clk_i, posedge rst_i )
  if( rst_i )
    vsync <= 1'b0;
  else
    if( en_d )
      vsync <= ( vsync_cnt <= V_SYNC-1 );
    else
      vsync <= 1'b0;
assign vsync_start = vsync_cnt == 0;
assign vsync_end   = vsync_cnt == V_TOTAL-1;
always_ff @( posedge clk_i, posedge rst_i )
  if( rst_i )
    hsync_cnt <= '0;
  else
    if( en_d )
      if( hsync_cnt == H_TOTAL-1 )
        hsync_cnt <= '0;
      else
        hsync_cnt <= hsync_cnt + 1'b1;
always_ff @( posedge clk_i, posedge rst_i )
  if( rst_i )
    hsync <= 1'b0;
  else
    if( en_d )
      hsync <= ( hsync_cnt <= H_SYNC-1 );
    else
      hsync <= 1'b0;
assign hsync_start_stb = hsync_cnt == 0;
assign hsync_end_stb   = hsync_cnt == H_TOTAL-1;
assign de_enable = ( vsync_cnt > V_START-1 && vsync_cnt < V_END-1 ) &&
                   ( hsync_cnt > H_START-1 && hsync_cnt < H_END-1 );
always_ff @( posedge clk_i, posedge rst_i )
  if( rst_i )
    de <= 1'b0;
  else
    if( en_d )
      de <= de_enable;  
    else
      de <= 1'b0;
always_ff @( posedge clk_i )
  if( de_enable )
    data <= { r_pix_value_cnt, g_pix_value_cnt, b_pix_value_cnt };
assign vsync_o = vsync;
assign hsync_o = hsync;
assign de_o    = de;
assign data_o  = data;
endmodule
```
`run.sh`:
```
#!/bin/bash
# OpenROAD 26Q1-2900-gdf79404cd8, Yosys 0.63+post, stock flow scripts
make -C /OpenROAD-flow-scripts/flow DESIGN_CONFIG=/design/flow/config.mk WORK_HOME=/design/flow/orfs finish
```
`config.mk`:
```
export PLATFORM = sky130hd
export DESIGN_NAME = hdmi_controller
export DESIGN_NICKNAME = hdmi_controller
export VERILOG_FILES = /design/flow/design.v
export SDC_FILE = /design/flow/constraint.sdc
export NUM_CORES = 4
export LEC_CHECK = 1
export CORE_UTILIZATION = 30
```
`constraint.sdc`:
```
current_design hdmi_controller

set clk_period 4.1
set clk_io_pct 0.2

create_clock -name clk0 -period $clk_period [get_ports {clk_i}]

set non_clock_inputs [all_inputs -no_clocks]
set_input_delay [expr $clk_period * $clk_io_pct] -clock clk0 $non_clock_inputs
set_output_delay [expr $clk_period * $clk_io_pct] -clock clk0 [all_outputs]
```
==> results_slide.txt <==
Key Metrics from the Run

Place
  • Gp weighted congestion: approximately 0.83
  • Dpl cells: 473
  • Port bufs: 29
  • Area of placed instances: 0.00388 mm2
  • Pre-CTS setup slack: about 1.0 ns
  • HPWL Detailed: 4310 um

Timing
  • Fmax: 0.317 GHz
  • Setup-failing EPs final: 0
  • Unrepaired setup endpoints after global routing: no
  • Relative slew slack: 53.3%
  • Tmin final: 3.15 ns
  • Fin. Hold Viols: 0
  • Min Hold Slack: 0.470 ns
  • Layout Skew: 0.00584 ns
  • Worst-Margin Slew: 0.700 ns
  • Setup TNS: 0 ns
  • Slew Limit Fails: 0
  • Final WS setup: around 0.95 ns
  • Cycle use final: 76.9%

Logic synthesis
  • Flops after synth: 75
  • Distinct cell type count after synthesis: 44
  • Yosys warns: 1
  • Chip Area, Yosys: 0.00343 mm2
  • Synth async-reset ratio: 66.7%
  • Cell Area, Synth: about 0.0034 mm2
  • Top area contributor share: 36.5%
  • Main area contributors: dfrtp_1 36%, edfxtp_1 21%, nand3_1 3.5%
  • Primary FF master, synth: dfrtp_1
  • Cells after Synth: 310
  • Ys cells: just over 300
  • EDFF count, synth: 24
  • Post-synth top area cell: dfrtp_1
  • Synth Seq Share: a little under 60%
  • Avg Synthesized Cell Area: 11.1 um2

Clock network
  • Post-CTS Hold Fix Bufs: 0
  • Post-CTS setup buffers: 0
  • H-Tree Depth: 3
  • Clk ins delay skew pair: 0.33 ns
  • Post_cts resized: 0
  • Reg clk slew, reported paths: 0.06 ns
  • Total CTS buffers: 9
  • Longest Clk Path Bufs: 2
  • Clock root cell: clkbuf_16
  • Sink Count: 75
  • CTS tree: yes

Drt
  • Antenna Cells: 0
  • WL per Instance: roughly 13 um
  • DRC: 0
  • DR pass1 iterations: 6
  • Final wirelength: 6280 um
  • DR vias: 2428
  • Initial DRC Count: 246
  • Final ANT Viol Nets: 0
  • Vias per inst: roughly 5

Worst setup path
  • Buffer and inverter count on the worst path: 0
  • Cells along the critical path: or4_4, a311o_1, a2111oi_4, nand4_1, or4b_1, nand2_1
  • Reg2reg end: r_pix_value_cnt[6]
  • Arr. time, crit path: around 3.4 ns
  • R2R Setup Slk: 0.95 ns
  • CP max-delay cell: a2111oi_4
  • Largest stage delay, worst path: 0.63 ns
  • Worst Setup SP: hsync_cnt[6]
  • Delay-heaviest family, CP: simple AND/OR/NAND/NOR gates
  • Setup CP Type: reg2reg
  • R2R cell count: 6
  • R2r startpoint: hsync_cnt[6]
  • Worst Path Required: 4.36 ns
  • Peak fanout along the critical path: 10
  • CP endpoint kind: register
  • Worst setup SP type: register

Power and ir drop
  • Sw Ratio: 22.0%
  • LEAKAGE: 1.69 nW
  • Worst vdd ir: 0.231 mV
  • Design Power: 1.61 mW
  • Switch Pwr: 0.353 mW
  • Part of the power in combinational logic: 4.2%
  • Pwr/cell area: 387 mW/mm2
  • Int Power: roughly 1.3 mW
  • Sequential share of power: 51.8%
  • Clk network pwr share: 44.0%

Global route
  • Number of global-route vias before repair: 2301
  • Largest net degree at the start of global routing: 33
  • Global-route congestion overflow total: 0
  • Initial antenna violation count: 0
  • First-pass GRT wire length: 10900 um
  • All-layer global routing usage: roughly an eighth

Die
  • Die width: 109 um
  • Chip Area: 0.0119 mm2
  • Die Span Y: ~110 um
  • Core Area: 0.0110 mm2
  • Cell Rows: 38
  • Core Util at FP: 31.2%
  • I/O pins: 30

Finish
  • Synth-to-layout area growth: 21.0%
  • Non-Filler Instances: 489
  • Core Util, Final: a little under two fifths
  • Post-route cell area: approximately 0.0042 mm2
  • Share of layout cells above drive strength 1: approximately 6.9%

Min path
  • Hold Startpoint: r_pix_value_cnt[7]
  • Worst Hold End: data[23]
  • Hold path depth: 0
  • Hold Crit Class: reg2reg

Run
  • Max-cap violations: 0
  • OpenROAD warnings: 27

Outcome
  • Status: finished clean
==> cell type report <==
| type | instances | area (um2) |
|---|---|---|
| clock buffers | 11 | 243 |
| clock inverters | 5 | 28.8 |
| fillers | 1034 | 6830 |
| inverters | 13 | 48.8 |
| multi-input cells | 214 | 1360 |
| flip-flops and latches | 75 | 1990 |
| well taps | 140 | 175 |
| repair buffers | 31 | 305 |
==> state kept, by name, summed over array words and instances (netlist names) <==
name / count
vsync_cnt: 11
hsync_cnt: 12
b_pix_value_cnt: 8
de: 1
g_pix_value_cnt: 8
hsync: 1
en_d: 1
vsync: 1
r_pix_value_cnt: 8
data: 24
==> cells in the final DEF, fill, tap and decap left out, types with 9 or more instances in the layout <==
cell type / netlist / final
dfrtp_1: 50 / 50
clkdlybuf4s50_1: 0 / 29
and3_1: 10 / 10
inv_1: 13 / 12
o21ai_0: 15 / 15
edfxtp_1: 24 / 24
nand3_1: 24 / 24
nand2_1: 29 / 29
nand4_1: 15 / 15
nor2_1: 17 / 17
a21oi_1: 9 / 9
xor2_1: 12 / 12
clkbuf_16: 0 / 9
==> metal layers <==
metal	vias to the layer above	track usage [%]	wire length (um)	share of wire, %
met1	1159	18.3	3020	48
met2	45	18.7	2910	46
met3	13	2.01	226	3.6
met5	-	0	0	0
li1	1211	-	-	-
met4	0	2.03	119	1.9
==> worst reg2reg max path, stage by stage (launching register included) <==
cell and delay [ns]:
dfrtp_1 0.43, or4_4 0.56, a311o_1 0.37, a2111oi_4 0.63, nand4_1 0.43, or4b_1 0.60, nand2_1 0.08
==> cell usage after synthesis (3+ instances only) <==
cell type  count
nand2b_1       4
inv_1         13
nor3_1         7
nand4_1       15
xor2_1        12
ha_1           7
xnor2_1        7
and3_1        10
and4_1         4
o31ai_1        4
or3_1          5
nand2_1       29
dfrtp_1       50
mux2i_1        5
o21ai_0       15
and2_1         4
a21oi_1        9
clkbuf_1       8
edfxtp_1      24
nand3_1       24
nor4_1         3
nor2_1        17
or4_1          6
==> cells by family after synthesis <==
group | synth area share, %
AND/OR/NAND/NOR | 22.3
AND-OR/OR-AND | 8.50
adder cells (fa/ha/maj) | 2.55
buffers and inverters | 2.30
flip-flops | 58.1
XOR/XNOR | 4.85
multiplexers | 1.46
==> power groups by stage <==
| stage | Sequential, mW | Clock, mW | Combinational [mW] |
|---|---|---|---|
| 4_1_cts | 0.831 | 0.725 | 0.0685 |
| 5_1_grt | 0.837 | 0.756 | 0.0774 |
| 6_report | 0.832 | 0.708 | 0.0672 |
==> how the worst max path moves through the flow <==
stage         cells after the start            endpoint
CTS                               6  r_pix_value_cnt[6]
global route                      6  r_pix_value_cnt[6]
finish                            6  r_pix_value_cnt[6]
Power and IR drop assume default switching activity.
